`/design/flow/design.v`:
```
module mux4to1nbit(F, S, I0, I1, I2, I3);
	parameter N = 8;
	input [N-1:0]I0, I1, I2, I3;
	input [1:0]S;
	output [N-1:0]F;
	assign F = S[1] ? (S[0] ? I3 : I2) : (S[0] ? I1 : I0);
endmodule
module mux8to1nbit(F, S, I0, I1, I2, I3, I4, I5, I6, I7);
	parameter N = 8;
	input [N-1:0]I0, I1, I2, I3, I4, I5, I6, I7;
	input [2:0]S;
	output [N-1:0]F;
	assign F = S[2] ? (S[1] ? (S[0] ? I7 : I6) : (S[0] ? I5 : I4)) : (S[1] ? (S[0] ? I3 : I2) : (S[0] ? I1 : I0));
endmodule
module mux32to1nbit(F, S, I00, I01, I02, I03, I04, I05, I06, I07, I08, I09,
								  I10, I11, I12, I13, I14, I15, I16, I17, I18, I19,
								  I20, I21, I22, I23, I24, I25, I26, I27, I28, I29,
								  I30, I31);
	parameter N = 8;
	output reg [N-1:0]F;  
	input [4:0]S;  
	input [N-1:0]I00, I01, I02, I03, I04, I05, I06, I07, I08, I09;
	input [N-1:0]I10, I11, I12, I13, I14, I15, I16, I17, I18, I19;
	input [N-1:0]I20, I21, I22, I23, I24, I25, I26, I27, I28, I29;
	input [N-1:0]I30, I31;
	always @(*) begin
		case(S)
			5'h00: F <= I00;
			5'h01: F <= I01;
			5'h02: F <= I02;
			5'h03: F <= I03;
			5'h04: F <= I04;
			5'h05: F <= I05;
			5'h06: F <= I06;
			5'h07: F <= I07;
			5'h08: F <= I08;
			5'h09: F <= I09;
			5'h0A: F <= I10;
			5'h0B: F <= I11;
			5'h0C: F <= I12;
			5'h0D: F <= I13;
			5'h0E: F <= I14;
			5'h0F: F <= I15;
			5'h10: F <= I16;
			5'h11: F <= I17;
			5'h12: F <= I18;
			5'h13: F <= I19;
			5'h14: F <= I20;
			5'h15: F <= I21;
			5'h16: F <= I22;
			5'h17: F <= I23;
			5'h18: F <= I24;
			5'h19: F <= I25;
			5'h1A: F <= I26;
			5'h1B: F <= I27;
			5'h1C: F <= I28;
			5'h1D: F <= I29;
			5'h1E: F <= I30;
			5'h1F: F <= I31;
		endcase
	end
endmodule
module mux2to1_64bit(F, S, I0, I1);
	input [63:0] I0, I1;
	input S;
	output [63:0] F;
	assign F = S ? I1 : I0;
endmodule
```
`/design/flow/constraint.sdc`:
```
current_design mux2to1_64bit

set clk_period 1.0
set clk_io_pct 0.2

create_clock -name clk0 -period $clk_period

set non_clock_inputs [all_inputs -no_clocks]
set_input_delay [expr $clk_period * $clk_io_pct] -clock clk0 $non_clock_inputs
set_output_delay [expr $clk_period * $clk_io_pct] -clock clk0 [all_outputs]
```
`/design/flow/run.sh`:
```
#!/bin/bash
# OpenROAD 26Q1-2900-gdf79404cd8, Yosys 0.63+post, stock flow scripts
make -C /OpenROAD-flow-scripts/flow DESIGN_CONFIG=/design/flow/config.mk WORK_HOME=/design/flow/orfs finish
```
`/design/flow/config.mk`:
```
export PLATFORM = sky130hd
export DESIGN_NAME = mux2to1_64bit
export DESIGN_NICKNAME = mux2to1_64bit
export VERILOG_FILES = /design/flow/design.v
export SDC_FILE = /design/flow/constraint.sdc
export NUM_CORES = 4
export LEC_CHECK = 1
export CORE_AREA = 10 10 84 84
export DIE_AREA = 0 0 94 94
```
==> Changelog: implementation <==
### Implementation results

- Synth cell types: 4
- Post-synth seq share: 0
- CTS Hold Bufs: 0
- Post-route cell area: 3320 um^2
- Max transition margin: 0.937
- Netlist Area Pre-Place: 1080 um^2
- Chip area: 8840 um^2
- Number of logged tool warnings: 35
- Synthesized area per cell: 15.2 um^2
- Leakage: 1.74 nW
- Status: finished with violations
- VDD IR max: 0.197 mV
- Tightest Hold Check Type: in -> out
- Die Ht: 94 um
- Placed cell areas: 3050 um^2
- CP Capture Type: primary output
- Routability-driven placement congestion ratio: 0.839
- CP required: 800 ps
- GRT overflow: 0
- Setup ws final: -219 ps
- N_diodes: 0
- Fin crit share: 1.22
- IO buf count: 193
- Commonest Layout Cell: clkdlybuf4s50_1
- Setup slack at placement: -535 ps
- Layout Area Growth over Synthesis: 208%
- Setup violators final: 64
- Final Util: 0.638
- Hold Violations, Final: 0
- Overall Power: 1.41 mW
- Finished Layout Cells: 350
- Total track usage: 0.147
- Max FO, Critical Path: 6
- First-pass GRT wire length: 9810 um
- Vias in the first global route: 1608
- Yosys cell count: 71
- Synth area leader: mux2_4
- Crit path DAT: 1020 ps
- Flop count: 0
- Initial antenna violation count: 0
- Fmax: 820 MHz
- I/O pin count: 193
- Synthesis area per yosys: 1080 um^2
- Most common logic cells in the final layout: clkdlybuf4s50_1 (92), mux2_4 (64), buf_6 (42)
- Syn. warnings: 0
- # rows: 26
- Final Max Tran Viols: 0
- Biggest area cells: mux2_4 (84%), buf_12 (11%), mux2_2 (4.2%)
- Final ANT Viol Nets: 0
- Fillers: 427
- Pre-Place Util: 0.207
- CORE AREA: 5200 um^2
- Placed insts: 333
- Via count: 1389
- Hold_ws: 693 ps
- Die X: 94 um
- Failing checks: negative setup slack
- Layout cells sized above 1: 0.543
- Least-Margin Pin Slew: 94.5 ps
- Largest net degree at the start of global routing: 9
- Initial DRC Count: 9
- Top area contributor share: 0.836
- DRC: 0
- Clk_buf instances: 0
- Drt wl/cell: 20.4 um
- RSZ-0062 raised after global routing: true
- PD cells: 424 nW/um^2
- Final min period: 1220 ps
- Type of the worst setup path: in -> out
- Final setup TNS: -11590 ps
- Drt total wl: 7150 um
- Max cap viols: 0
- HPWL after detailed placement: 6290 um
- CP Launch Type: input pin
- Flip-flop and latch area: 0 um^2
- Drt pass-1 iters: 4
- Via/cell ratio: 3.97
- Post-Syn Instances: 71
-- power breakdown --
group | total, mW | switching, mW | internal [mW]
Clock | 0 | 0 | 0
Sequential | 0 | 0 | 0
Combinational | 1.41 | 0.305 | 1.10
Total | 1.41 | 0.305 | 1.10
-- metal layers --
layer | vias to the layer above | part of all wire | track usage
li1 | 691 | - | -
met2 | 75 | 0.60 | 0.312
met4 | 0 | 0 | 0
met3 | 0 | 0.10 | 0.0638
met5 | - | 0 | 0
met1 | 623 | 0.30 | 0.127
-- layout make-up --
| class | instances | area, um^2 | area share |
|---|---|---|---|
| repair buffers | 216 | 2270 | 0.684 |
| multi-input cells | 64 | 961 | 0.290 |
| well taps | 70 | 87.6 | 0.0264 |
-- synth_stat cells --
library cell,instances
buf_12,6
buf_6,1
mux2_2,4
mux2_4,60
-- path summary, 6_finish.rpt --
check | from | endpoint | depth (start not counted)
worst min-delay path | I1[33] | F[33] | 3
worst max-delay path | S | F[57] | 5
-- timing repair --
action / CTS / global route
endpoints found under the setup margin: 64 / 64
buffers inserted: 11 / 0
gates cloned: 7 / 0
resized: 270 / 35
pin swaps: 0 / 0
-- worst max-delay path, cell delays in order --
cell,delay (ps)
buf_16,130
buf_12,150
buf_16,130
mux2_4,300
buf_6,110
-- cells by family (layout without fill, tap and decap cells) --
kind of cell           count (synthesis)  count (layout)  synth area share
buffers and inverters                  7             216             0.122
muxes                                 64              64             0.878
No activity file was given, so power comes from the tool's default toggle rates.
