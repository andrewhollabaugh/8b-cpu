### ./config.mk
export PLATFORM = sky130hd
export DESIGN_NAME = datapath_mi
export DESIGN_NICKNAME = datapath_mi
export VERILOG_FILES = /design/flow/design.v
export SDC_FILE = /design/flow/constraint.sdc
export NUM_CORES = 4
export LEC_CHECK = 1
export CORE_UTILIZATION = 30
### ./constraint.sdc
current_design datapath_mi

set clk_period 10.7
set clk_io_pct 0.2

create_clock -name clk0 -period $clk_period [get_ports {clk}]

set non_clock_inputs [all_inputs -no_clocks]
set_input_delay [expr $clk_period * $clk_io_pct] -clock clk0 $non_clock_inputs
set_output_delay [expr $clk_period * $clk_io_pct] -clock clk0 [all_outputs]
### ./design.v
module addr_detect(addr, out);
	input [7:0] addr;
	output out;
	parameter base_addr = 8'h00;  
	parameter addr_mask = 8'hFF;  
	assign out = ((addr & addr_mask) == base_addr);
endmodule
module alu(A, B, FS, ci, F, status);
	input [7:0] A, B;
	input [2:0] FS;
	input ci;
	output [7:0] F;
	output [3:0] status;
	wire Z, N, C, V;
	assign status = {V, C, N, Z};
	wire [7:0] B_signal;
	assign B_signal = FS[0] & FS[1] ? ~B : B;
	assign N = F[7];
	assign Z = (F == 8'b0) ? 1'b1 : 1'b0;
	assign V = ~(A[7] ^ B_signal[7]) & (F[7] ^ A[7]);
	wire [7:0] and_output, or_output, xor_output, add_output, shift_left, shift_right;
	assign and_output = A & B_signal;
	assign or_output = A | B_signal;
	assign xor_output = A ^ B_signal;
	adder adder(A, B_signal, ci, add_output, C);
	shifter shift_inst(A, B[2:0], shift_left, shift_right);
	mux8to1nbit main_mux(F, FS, and_output, or_output, add_output, add_output, shift_left, shift_right, xor_output, 8'b0);
endmodule
module shifter(in, shift_amount, left, right);
	input [7:0] in;
	input [2:0] shift_amount;
	output [7:0] left, right;
	assign left = in << shift_amount;
	assign right = in >> shift_amount;
endmodule
module adder(A, B, ci, S, co);
	input [7:0] A, B;
	input ci;
	output [7:0] S;
	output co;
	wire [8:0] carry;
	assign carry[0] = ci;
	genvar i;
	generate
	for (i=0; i<8; i=i+1) begin: full_adders  
		full_adder adder_inst(A[i], B[i], carry[i], S[i], carry[i+1]);	
	end
	endgenerate
	assign co = carry[8];
endmodule
module full_adder(a, b, ci, s, co);
	input a, b, ci;
	output s, co;
	assign s = a ^ b ^ ci;
	assign co = a&b | a&ci | b&ci;
endmodule
module datapath(clk, rst, data, addr, control_word, K, I, alu_status_latched, r0, r1, r2, r3, r4, r5, r6, r7);
	input clk, rst;
	inout [7:0] data;
	input [21:0] control_word;
	input [7:0] K;
    output [15:0] I;
	output [3:0] alu_status_latched;
	output [7:0] addr, r0, r1, r2, r3, r4, r5, r6, r7;
    wire sl, il, pcl, b_sel, a_sel, en_alu, ci, w;
	wire [2:0] DA, SA, SB, FS;
	wire [3:0] alu_status;
    assign sl = control_word[21];
    assign il = control_word[20];
    assign pcl = control_word[19];
    assign b_sel = control_word[16];
    assign a_sel = control_word[15];
    assign en_alu = control_word[14];
    assign ci = control_word[13];
    assign FS = control_word[12:10];
    assign w = control_word[9];
    assign SB = control_word[8:6];
    assign SA = control_word[5:3];
    assign DA = control_word[2:0];
	wire [7:0] A_before_mux, A_after_mux, B_before_mux, B_after_mux, F, rom_addr;
    wire [15:0] rom_data;
    register_file register_file_inst(clk, rst, data, DA, w, SA, SB, A_before_mux, B_before_mux, r0, r1, r2, r3, r4, r5, r6, r7);
    alu alu_inst(A_after_mux, B_after_mux, FS, ci, F, alu_status);
    assign A_after_mux = a_sel ? rom_addr : A_before_mux;
    assign B_after_mux = b_sel ? K : B_before_mux;
	assign data = en_alu ? F : 8'bz;
    assign addr = K;
	register_nbit alu_status_reg_inst(clk, rst, sl, alu_status, alu_status_latched);
	defparam alu_status_reg_inst.N = 4;
    rom rom_inst(rom_data, rom_addr);
    register_nbit program_reg_inst(clk, rst, pcl, data, rom_addr);
	defparam program_reg_inst.N = 8;
    register_nbit instruction_reg_inst(clk, rst, il, rom_data, I);
	defparam instruction_reg_inst.N = 16;
endmodule
module datapath_mi(clk, rst, data, control_word, K, I, alu_status, r0, r1, r2, r3, r4, r5, r6, r7);
	input clk, rst;
	input [21:0] control_word;
	input [7:0] K;
    output [15:0] I;
	output [3:0] alu_status;
	output [7:0] data, r0, r1, r2, r3, r4, r5, r6, r7;
    wire mw, mr;
    assign mw = control_word[17];
    assign mr = control_word[18];
    wire [7:0] addr;
	datapath datapath_inst(clk, rst, data, addr, control_word, K, I, alu_status, r0, r1, r2, r3, r4, r5, r6, r7);
	wire ram_cs;
    addr_detect ram_addr_detect_inst(addr, ram_cs);
    defparam ram_addr_detect_inst.base_addr = 8'b0;
    defparam ram_addr_detect_inst.addr_mask = 8'b10000000;  
	ram ram_inst(data, addr, ram_cs, mw, mr);
	defparam ram_inst.DATA_WIDTH = 8;
	defparam ram_inst.ADDR_WIDTH = 8;
	defparam ram_inst.BASE_ADDR = 0;
endmodule
module decoder_3x8(m, s, en);
	input [2:0] s;  
	input en;  
	output reg [7:0] m;
    always @(s or en) begin
        if(en) begin
            case(s)
                3'b000: m <= 8'b00000001;
                3'b001: m <= 8'b00000010;
                3'b010: m <= 8'b00000100;
                3'b011: m <= 8'b00001000;
                3'b100: m <= 8'b00010000;
                3'b101: m <= 8'b00100000;
                3'b110: m <= 8'b01000000;
                3'b111: m <= 8'b10000000;
                default: m <= 8'b0;
            endcase
        end
        else m <= 8'b0;
    end
endmodule
module mux4to1nbit(F, S, I0, I1, I2, I3);
	parameter N = 8;
	input [N-1:0]I0, I1, I2, I3;
	input [1:0]S;
	output [N-1:0]F;
	assign F = S[1] ? (S[0] ? I3 : I2) : (S[0] ? I1 : I0);
endmodule
module mux8to1nbit(F, S, I0, I1, I2, I3, I4, I5, I6, I7);
	parameter N = 8;
	input [N-1:0]I0, I1, I2, I3, I4, I5, I6, I7;
	input [2:0]S;
	output [N-1:0]F;
	assign F = S[2] ? (S[1] ? (S[0] ? I7 : I6) : (S[0] ? I5 : I4)) : (S[1] ? (S[0] ? I3 : I2) : (S[0] ? I1 : I0));
endmodule
module mux32to1nbit(F, S, I00, I01, I02, I03, I04, I05, I06, I07, I08, I09,
								  I10, I11, I12, I13, I14, I15, I16, I17, I18, I19,
								  I20, I21, I22, I23, I24, I25, I26, I27, I28, I29,
								  I30, I31);
	parameter N = 8;
	output reg [N-1:0]F;  
	input [4:0]S;  
	input [N-1:0]I00, I01, I02, I03, I04, I05, I06, I07, I08, I09;
	input [N-1:0]I10, I11, I12, I13, I14, I15, I16, I17, I18, I19;
	input [N-1:0]I20, I21, I22, I23, I24, I25, I26, I27, I28, I29;
	input [N-1:0]I30, I31;
	always @(*) begin
		case(S)
			5'h00: F <= I00;
			5'h01: F <= I01;
			5'h02: F <= I02;
			5'h03: F <= I03;
			5'h04: F <= I04;
			5'h05: F <= I05;
			5'h06: F <= I06;
			5'h07: F <= I07;
			5'h08: F <= I08;
			5'h09: F <= I09;
			5'h0A: F <= I10;
			5'h0B: F <= I11;
			5'h0C: F <= I12;
			5'h0D: F <= I13;
			5'h0E: F <= I14;
			5'h0F: F <= I15;
			5'h10: F <= I16;
			5'h11: F <= I17;
			5'h12: F <= I18;
			5'h13: F <= I19;
			5'h14: F <= I20;
			5'h15: F <= I21;
			5'h16: F <= I22;
			5'h17: F <= I23;
			5'h18: F <= I24;
			5'h19: F <= I25;
			5'h1A: F <= I26;
			5'h1B: F <= I27;
			5'h1C: F <= I28;
			5'h1D: F <= I29;
			5'h1E: F <= I30;
			5'h1F: F <= I31;
		endcase
	end
endmodule
module mux2to1_64bit(F, S, I0, I1);
	input [63:0] I0, I1;
	input S;
	output [63:0] F;
	assign F = S ? I1 : I0;
endmodule
module ram(data, addr, cs, we, re);
    parameter DATA_WIDTH = 8;
    parameter ADDR_WIDTH = 8;
    parameter RAM_DEPTH = 1 << ADDR_WIDTH;
    parameter BASE_ADDR = 0;
    input cs, we, re;
    input [ADDR_WIDTH + BASE_ADDR - 1:0] addr;
    inout [DATA_WIDTH - 1:0] data;
    reg [DATA_WIDTH - 1:0] mem [0:RAM_DEPTH - 1];
	 reg [DATA_WIDTH - 1:0] data_out;
	 assign data = (cs && !we && re) ? data_out : {DATA_WIDTH{1'bz}}; 
    always@* begin
	     if(cs && we) mem[addr] <= data;
		  data_out <= mem[addr];
    end
endmodule
module register_file(clk, rst, D, DA, w, SA, SB, A, B, r0, r1, r2, r3, r4, r5, r6, r7);
    input clk, rst, w;
	input [7:0] D;  
	input [2:0] DA, SA, SB;  
	output [7:0] A;  
	output [7:0] B;  
	output [7:0] r0, r1, r2, r3, r4, r5, r6, r7;  
	wire [7:0] load_enable;
	decoder_3x8 decoder(load_enable, DA, w);
	wire [7:0] R0, R1, R2, R3, R4, R5, R6, R7;
	register_nbit reg0 (clk, rst, load_enable[0], D, R0);
	register_nbit reg1 (clk, rst, load_enable[1], D, R1);
	register_nbit reg2 (clk, rst, load_enable[2], D, R2);
	register_nbit reg3 (clk, rst, load_enable[3], D, R3);
	register_nbit reg4 (clk, rst, load_enable[4], D, R4);
	register_nbit reg5 (clk, rst, load_enable[5], D, R5);
	register_nbit reg6 (clk, rst, load_enable[6], D, R6);
	assign R7 = 8'b0;
	defparam reg0.N = 8;
	defparam reg1.N = 8;
	defparam reg2.N = 8;
	defparam reg3.N = 8;
	defparam reg4.N = 8;
	defparam reg5.N = 8;
	defparam reg6.N = 8;
	mux8to1nbit mux_a(A, SA, R0, R1, R2, R3, R4, R5, R6, R7);
	mux8to1nbit mux_b(B, SB, R0, R1, R2, R3, R4, R5, R6, R7);
	defparam mux_a.N = 8;
	defparam mux_b.N = 8;
    assign r0 = R0;
    assign r1 = R1;
    assign r2 = R2;
    assign r3 = R3;
    assign r4 = R4;
    assign r5 = R5;
    assign r6 = R6;
    assign r7 = R7;
endmodule
module register_nbit(clk, rst, l, D, Q);
	parameter N = 8;  
	input clk;  
	input rst;  
	input l;  
	input [N-1:0] D;  
	output reg [N-1:0] Q;  
	always @(posedge clk or posedge rst) begin
		if(rst)
			Q <= 0;
		else if(l)
			Q <= D;
		else
			Q <= Q;
	end
endmodule
module rom(I, addr);
	output reg [15:0] I;
	input [7:0] addr;
	always @(addr) begin
		case (addr)
			8'h00: I = 16'h12;
			8'h01: I = 16'h43;
			8'h02: I = 16'h67;
			8'h03: I = 16'h98;
			8'h04: I = 16'h12;
			8'h05: I = 16'h43;
			8'h06: I = 16'h67;
			8'h07: I = 16'h98;
			8'h08: I = 16'h12;
			8'h09: I = 16'h43;
			8'h0A: I = 16'h67;
			8'h0B: I = 16'h98;
			default: I = 16'b0;
		endcase
	end
endmodule
### ./run.sh
#!/bin/bash
# OpenROAD 26Q1-2900-gdf79404cd8, Yosys 0.63+post, stock flow scripts
make -C /OpenROAD-flow-scripts/flow DESIGN_CONFIG=/design/flow/config.mk WORK_HOME=/design/flow/orfs finish
==> results.yml <==
# yosys + openroad results
status:
  status: "finished clean"
final_timing:
  fmax_ghz: 0.100
  drv_slew: 0
  fin_crit_ns: 9.96
  skew_ns: 0.00937
  setup_viol: 0
  fin_ws_ns: 0.740
  period_used_share: 0.931
  rsz0062_at_grt: "no"
  worstMarginPinSlew_ns: 0.714
  hold_violations: 0
  relSlewSlack: 0.523
  fin_setup_tns_ns: 0
placement:
  post-place-ws_ns: 0.719
  gp_congestion: 0.913
  place_hpwl_um: 13000
  port_buffers: 104
  dp_cells: 912
critical_path:
  critPathKind: "primary input to output port"
  cp.arrival_ns: 7.82
  critPathMaxFanout: 9
  start_kind: "primary input"
  crit_required_ns: 8.56
  cp-end-kind: "output port"
clocking:
  clk_pin_slew_worst_paths_ns: 0.06
  cts_sinks: 73
  cts_buffer_depth: 2
  cts_root_buf: "clkbuf_16"
  cts.htree.levels: 3
  clk_latency_ns: 0.33
  cts_tree: "built"
  post_cts.repair.setup_buffers: 0
  cts_resized: 0
  cts_hold_buf: 0
  cts_buffers: 9
yosys:
  synth.top_cells.by_count: "nand2_1, dfrtp_1, o21ai_0, mux2i_1, inv_1"
  synth-async-reset-ratio: 1.00
  yosysMostFrequentCell: "nand2_1"
  synth_top_area_share: 0.334
  syn_inst: 606
  area_leaders: "dfrtp_1, mux2i_1, o21ai_0, nand2_1, ha_1"
  yosysChipArea_mm2: 0.00546
  synth_stat.cells: 606
  syn_area_per_cell_um2: 9.01
  edf_count: 0
  ff_type: "dfrtp_1"
  synth_cell_type_count: 67
  top_area_cell: "dfrtp_1"
  synthesis.area_mm2: 0.00546
  yosys.stat.seqShare: 0.334
  synth_warnings: 280
  ys_ff: 73
routing:
  drc: 0
  first_pass_iters: 4
  viasPerCell: 5.15
  ant_nets: 0
  num_vias: 4780
  drt-wirelength-per-cell_um: 18.1
  first_iter_violations: 253
  wl_um: 16800
  n_antenna_cell: 0
final_layout:
  drive_gt1_frac: 0.102
  syn_to_final_growth_pct: 26.4
  instances_no_fill: 928
floorplan:
  die_height_um: 137
  core_region_area_mm2: 0.0175
  rows: 48
  die_area_mm2: 0.0188
  die_w_um: 137
  floorplan.core_util: 0.312
  boundaryPins: 124
global_routing:
  grtUsageTotal: 0.190
  grt_pass1_wl_um: 26200
  grt_max_degree: 40
  antenna_found_initial: 0
  grt-ovfl-total: 0
  grt_pass1_vias: 4586
power_and_ir_drop:
  combPwrFrac: 0.426
  peakVddDrop_uv: 92.7
  swShare: 0.365
  internal-power_uw: 791
  seqPwrFrac: 0.354
  switching_power_uw: 455
  p_clk_frac: 0.220
  power_density_mw_per_mm2: 180
  leakagePower_nw: 2.98
hold_path:
  min_path_type: "register to register"
job:
  cap_violations: 0
  tool_warnings: 37
metal layers:
| layer | up-vias | global-route usage | routed length (um) |
|---|---|---|---|
| met5 | - | 0 | 0 |
| met4 | 0 | 0.0397 | 365 |
| met3 | 21 | 0.0344 | 1110 |
| met2 | 167 | 0.289 | 7670 |
| met1 | 2283 | 0.289 | 7670 |
| li1 | 2309 | - | - |
sequential cells by signal, summed over array words and instances, names as in the netlist:
register,count
datapath_inst.instruction_reg_inst.Q,5
datapath_inst.alu_status_reg_inst.Q,4
datapath_inst.register_file_inst.reg4.Q,8
datapath_inst.register_file_inst.reg5.Q,8
datapath_inst.program_reg_inst.Q,8
datapath_inst.register_file_inst.reg0.Q,8
datapath_inst.register_file_inst.reg2.Q,8
datapath_inst.register_file_inst.reg3.Q,8
datapath_inst.register_file_inst.reg1.Q,8
datapath_inst.register_file_inst.reg6.Q,8
cell usage in the layout (no fill, tap or decap), types with 3 or more instances in the layout:
cell / n
mux2i_1: 50
clkbuf_16: 9
nor2b_1: 10
nand2_1: 79
o22ai_1: 4
a211oi_1: 7
fa_1: 8
xnor2_1: 3
a21oi_1: 20
inv_2: 5
xor2_1: 6
mux4_2: 6
conb_1: 16
clkdlybuf4s50_1: 104
a31oi_1: 4
o221ai_1: 9
nor3_1: 4
o21ai_2: 7
a221oi_1: 9
and2_1: 7
dfrtp_1: 73
ha_1: 18
nand2b_1: 5
nand3_1: 8
nand4_1: 3
buf_4: 15
mux2_2: 11
a22oi_1: 3
inv_1: 41
o211ai_1: 4
nor2_1: 33
o21ai_1: 16
o21ai_0: 62
power by group through the flow:
stage / Sequential [mW] / Clock, mW / Combinational [mW]
4_1_cts: 0.443 / 0.279 / 0.536
6_report: 0.440 / 0.274 / 0.531
5_1_grt: 0.454 / 0.288 / 0.592
kinds of logic after synthesis:
family / share of synthesized area
xor+xnor: 0.0144
flops: 0.334
mux: 0.142
simple gates: 0.131
fa+ha+maj: 0.0705
compound gates: 0.217
other cells: 0.000686
buf+inv: 0.0907
worst max-delay path, cell delays in order:
cell,delay [ns]
clkdlybuf4s50_1,0.58
nor2b_1,0.50
o211ai_1,0.25
o21ai_2,0.21
inv_1,0.13
fa_1,0.43
fa_1,0.39
fa_1,0.40
fa_1,0.39
fa_1,0.40
fa_1,0.37
inv_1,0.08
fa_1,0.40
nor2_1,0.10
a211oi_1,0.06
a21oi_1,0.20
o21ai_2,0.22
inv_2,0.12
clkdlybuf4s50_1,0.46
per-stage QoR:
stage	hold slack, ns	area [um2]	power [mW]	utilization
CTS	0.494	6900	1.26	0.394
floorplan	0.426	5520	0.697	-
global placement	0.473	6630	0.976	0.378
global route	0.518	6900	1.33	0.394
finish	0.487	6900	1.25	0.394
detailed placement	0.479	6630	0.979	0.378
path summary, 6_finish.rpt:
check                                                                         endpoint                                              startpoint  slack (ns)  cells after the start
max in group asynchronous       datapath_inst.register_file_inst.reg4.Q[2]$_DFFE_PP0P_                                                     rst        7.50                      3
worst min-delay path                datapath_inst.alu_status_reg_inst.Q[1]$_DFFE_PP0P_      datapath_inst.alu_status_reg_inst.Q[1]$_DFFE_PP0P_        0.49                      2
min in group asynchronous       datapath_inst.register_file_inst.reg1.Q[5]$_DFFE_PP0P_                                                     rst        2.24                      2
worst max register to register      datapath_inst.alu_status_reg_inst.Q[0]$_DFFE_PP0P_  datapath_inst.register_file_inst.reg3.Q[0]$_DFFE_PP0P_        5.49                     19
worst max-delay path                                                           data[6]                                         control_word[5]        0.74                     19
worst min register to register      datapath_inst.alu_status_reg_inst.Q[1]$_DFFE_PP0P_      datapath_inst.alu_status_reg_inst.Q[1]$_DFFE_PP0P_        0.49                      2
layout make-up:
cell class	count	area (um2)
Sequential cell	73	1830
Inverter	46	173
Fill cell	1779	10600
Multi-Input combinational cell	449	3200
Clock buffer	10	229
Timing Repair Buffer	119	1150
Tap cell	225	282
Clock inverter	6	42.5
Power is estimated from default activity; no workload was simulated.
